<file path="/design/flow/design.v">
module led0(mode, clk, pwm, parametro, parametromanual, presencia);
input[15:0] parametro;
input clk;
input [3:0] mode;
input [2:0] parametromanual;
input [9:0] presencia;
output reg pwm;
reg [27:0] contador = 0;
reg [15:0] numero;
reg [5:0]lms = 30;
wire [15:0] param=parametro/'d10;
always@(posedge clk) begin
	contador=contador+1;
	if (contador>numero)begin
	contador=0;
	pwm = ~pwm;
	end
	if (contador<lms) pwm = 1;
	else pwm =0;
end
always@(*)begin
if(presencia<100)begin
	lms <= 'd30;
	if (mode == 4'b0001) begin
		case(parametromanual)
			7: numero <= 'd300;
			6: numero <= 'd600;
			5: numero <= 'd800;
			4: numero <= 'd1200;
			3: numero <= 'd1500;
			2: numero <= 'd3000;
			1: numero <= 'd4000;
			0: numero <= 'd10000;
			default: numero <= numero;
		endcase
	end
	else if (mode == 4'b0010) begin
		if (parametro<30000)begin
		numero <= parametro;
		end
		else begin
		lms<='d0;
		end
	end
	else begin
		lms <= 'd0;
	end
end
else begin
lms <= 'd0;
end
end
endmodule
</file>
<file path="/design/flow/run.sh">
#!/bin/bash
# OpenROAD 26Q1-2900-gdf79404cd8, Yosys 0.63+post, stock flow scripts
make -C /OpenROAD-flow-scripts/flow DESIGN_CONFIG=/design/flow/config.mk WORK_HOME=/design/flow/orfs finish
</file>
<file path="/design/flow/config.mk">
export PLATFORM = sky130hd
export DESIGN_NAME = led0
export DESIGN_NICKNAME = led0
export VERILOG_FILES = /design/flow/design.v
export SDC_FILE = /design/flow/constraint.sdc
export NUM_CORES = 4
export LEC_CHECK = 1
export CORE_AREA = 10 10 113 113
export DIE_AREA = 0 0 123 123
</file>
<file path="/design/flow/constraint.sdc">
current_design led0

set clk_period 7.5
set clk_io_pct 0.2

create_clock -name clk0 -period $clk_period [get_ports {clk}]

set non_clock_inputs [all_inputs -no_clocks]
set_input_delay [expr $clk_period * $clk_io_pct] -clock clk0 $non_clock_inputs
set_output_delay [expr $clk_period * $clk_io_pct] -clock clk0 [all_outputs]
</file>
==> reports/results.tsv <==
metric	value	unit
CTS buffer count	5	
Antenna diodes	0	
cell row count	37	
Total Power	0.000340	W
dominant logic cell type in the layout	clkdlybuf4s50_1	
Tool Warnings	33	
hold path depth	1	
final RePlAce weighted congestion	0.802	
r2r endpoint	pwm	
Setup-failing EPs final	0	
Avg Inst Size Synth	8.64	um^2
Clk Latency, worst-skew pair	0.28	ns
IO Pins	35	
fraction of registers with async set/reset	0	
CP max FO	17	
maximum number of pins on one net before global-route repair	24	
Clock Path Buffers	2	
yosys cell count	285	
register pins left without a clock	16	
first-pass GRT wire length	8630	um
critical path's largest stage delay	0.46	ns
Period minus WS final	4.81	ns
Worst Hold Class	reg2reg	
Congestion Overflow GR	0	
worst slack, placed	2.71	ns
Crit-path slowest cell	nor4_1	
Tcrit/Tclk final	0.641	
Post-DP HPWL	4090	um
synth unique cells	46	
cts hold-fix bufs	0	
Power Density	110	nW/um^2
status	finished clean	
Registers, synthesis	45	
required time of the critical path	7.73	ns
Top FF cell, synth	dfxtp_1	
Worst setup SP type	register	
min-delay src	contador[0]	
RSZ-0062 raised after global routing	no	
CP Class	reg2reg	
Worst Reg-to-Reg Cells	21	
Syn Inst Count	285	
DR WL met2	2420	um
part of the power in registers	0.499	
port buffer count	32	
Worst-Margin Slew	0.683	ns
endpoints left unconstrained	16	
Slew HR	0.540	
initial antenna violation count	0	
clock-pin transition on the worst setup and hold timing paths	0.07	ns
Psw	0.0000831	W
minimum setup slack among reg-to-reg paths	2.69	ns
Routed WL	4950	um
CTS Root Cell	clkbuf_8	
Clk pwr share	0.360	
final worst slack	2.69	ns
synthesis-to-finish area growth	25.3	%
initial core utilization	0.238	
vias in the first global route	1958	
1st-pass router iterations	4	
internal power	0.000257	W
DR iter-0 viols	72	
H-tree Lvls	2	
CP Cell Sequence	ha_1 > nand4_1 > nor3_1 > buf_4 > nand2_1 > xnor2_1 > ha_1 > nand4_1 > nor4_1 > a21oi_1 > o31a_1 > nor3_1 > nand4_4 > and2b_1 > ha_1 > nor3_1 > nor2_1 > nand2_1 > nand3_1 > nor4_1 > o21a_1	
Vias	2044	
DR WL/cell	10.5	um
post-synth top area share	0.236	
beginning of the critical path	contador[0]	
post-synth top area cell	dfxtp_1	
Slew Viols, Final	0	
Post-CTS Setup Bufs	0	
Final Non-Filler Cells	471	
CP arrival	5.04	ns
Die Wd	123	um
sw frac	0.245	
Cell area leaders	dfxtp_1 (24%), ha_1 (14%), dlxtn_1 (9.8%)	
final hold vios	0	
Leak	1.39	nW
cell total after placement	463	
max cap viols	0	
Peak VDD IR	48.2	uV
Met3 Wirelength	150	um
total negative slack	0	ns
Mapped Area	2460	um^2
CTS tree	done	
Yosys warning total	1	
highest metal used	met4	
worst reg2reg startpoint	contador[0]	
Antenna Violating Nets Remaining	0	
achievable frequency	0.208	GHz
Yosys chip area	2460	um^2
drt via density	4.34	
clock skew	0.00803	ns
chip height	123	um
GR Util All Layers	0.0680	
Core Region	10300	um^2
WL met1	2340	um
EDFF count, synth	0	
crit end category	register	
Top Layout Cells	clkdlybuf4s50_1 (32), dfxtp_1 (29), inv_1 (28)	
die area	15100	um^2
logic gate share of total power	0.141	
Worst Setup EP	pwm	
CTS resizes	0	
layout cell share with drive strength beyond 1	0.0687	
residual DRC count	0	
area by class of cell:
type | instances | area [um^2]
Multi-Input combinational cell | 219 | 1560
Clock inverter | 3 | 17.5
Sequential cell | 45 | 821
Fill cell | 1065 | 7240
Tap cell | 136 | 170
Clock buffer | 5 | 68.8
Timing Repair Buffer | 35 | 343
Inverter | 28 | 105
power by group through the flow:
stage	Sequential, W	Clock (W)	Combinational [W]
finish	0.000170	0.000122	0.0000479
CTS	0.000170	0.000125	0.0000486
global route	0.000171	0.000133	0.0000549
cells by family (layout without fill, tap and decap cells):
family,Yosys count,in the layout,synth area share
adders and majority gates,27,27,0.137
latches,16,16,0.0976
other,1,12,0.00152
muxes,8,8,0.0346
buffers and inverters,32,71,0.0519
AOI/OAI and AO/OA,44,44,0.116
and+or+nand+nor,109,109,0.257
DFF,29,29,0.236
xor gates and xnor gates,19,19,0.0676
sequential cells by signal (all words and copies together), names as in the netlist:
name / count
contador: 28
numero: 16
pwm: 1
per-layer routing:
layer,track usage,up-vias
met4,0.00655,0
li1,-,1091
met5,0,-
met2,0.119,20
met1,0.0897,931
met3,0.0106,2
worst max-delay path: cells and delay by family, from the launching register on:
| kind | cells | cell delay (ns) |
|---|---|---|
| XOR/XNOR | 1 | 0.15 |
| AND/OR/NAND/NOR | 13 | 2.83 |
| AND-OR/OR-AND | 3 | 0.35 |
| flip-flops | 1 | 0.43 |
| adder cells (fa/ha/maj) | 3 | 0.79 |
| buffers and inverters | 1 | 0.20 |
cell usage after synthesis, types with 4 or more instances:
cell     instances
and3_1           4
nor2_1          22
and2b_1          6
nor3_1           9
nand3_1         12
mux2_2           4
dfxtp_1         29
xor2_1           5
ha_1            27
o21ai_0          8
nand4_1         11
nor2b_1         10
nand2_1         13
dlxtn_1         16
xnor2_1         14
inv_1           28
or3_1            5
a21oi_1         15
mux2i_1          4
worst min-delay path by stage:
stage                 slack [ns]     endpoint
after CTS                   0.52  contador[0]
after global routing        0.54  contador[0]
final                       0.51  contador[0]
metrics by stage:
stage,hold slack (ns),instance area [um^2],utilization
after floorplan,0.452,2500,-
after global placement,0.496,3000,0.290
after detailed placement,0.499,3000,0.290
after CTS,0.515,3080,0.299
after global routing,0.544,3080,0.299
final,0.509,3080,0.299
Power and IR drop assume default switching activity.
